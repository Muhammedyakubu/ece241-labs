`design/flow/run.sh`:
```
#!/bin/bash
# OpenROAD 26Q1-2900-gdf79404cd8, Yosys 0.63+post, stock flow scripts
make -C /OpenROAD-flow-scripts/flow DESIGN_CONFIG=/design/flow/config.mk WORK_HOME=/design/flow/orfs finish
```
`design/flow/constraint.sdc`:
```
current_design part2

set clk_period 3.8
set clk_io_pct 0.2

create_clock -name clk0 -period $clk_period

set non_clock_inputs [all_inputs -no_clocks]
set_input_delay [expr $clk_period * $clk_io_pct] -clock clk0 $non_clock_inputs
set_output_delay [expr $clk_period * $clk_io_pct] -clock clk0 [all_outputs]
```
`design/flow/design.v`:
```
module FullAdder(a, b, c_in, s, c_out);
input a, b, c_in;
output s, c_out;
	assign s = a ^ b ^ c_in;
	assign c_out = (a & b) | (a & c_in) | (b & c_in);
endmodule 
module part2(a, b, c_in, s, c_out);
input [3:0]a, b;
input c_in;
output [3:0]s, c_out;
wire [2:0]c;
	FullAdder u0(a[0], b[0], c_in, s[0], c[0]);
	FullAdder u1(a[1], b[1], c[0], s[1], c[1]);
	FullAdder u2(a[2], b[2], c[1], s[2], c[2]);
	FullAdder u3(a[3], b[3], c[2], s[3], c_out[3]);
	assign c_out[2] = c[2];
	assign c_out[1] = c[1];
	assign c_out[0] = c[0];
endmodule
```
`design/flow/config.mk`:
```
export PLATFORM = sky130hd
export DESIGN_NAME = part2
export DESIGN_NICKNAME = part2
export VERILOG_FILES = /design/flow/design.v
export SDC_FILE = /design/flow/constraint.sdc
export NUM_CORES = 4
export LEC_CHECK = 1
export CORE_AREA = 10 10 70 70
export DIE_AREA = 0 0 80 80
```
==> results.ini <==
[logic_synthesis]
syn-cell-area_um2 = 178
syn_avg_cell_area_um2 = 8.08
synthTopCellsByCount = inv_1 (10), buf_4 (8), fa_1 (4)
yosysTopAreaCellShare = 0.451
synth.largest_area_cell = fa_1
syn_inst = 22
yosys_warnings = 0
synth_seq_share = 0
synthMostInstantiatedCell = inv_1
yosys_area_um2 = 178
topCellsByArea = fa_1 (45%), buf_4 (34%), inv_1 (21%)
yosys-stat-cells = 22
ys_types = 3

[critical_path]
cp_cell_sequence = dlygate4sd2_1 > inv_2 > fa_2 > inv_2 > fa_2 > fa_2 > inv_2 > fa_1 > inv_1 > clkdlybuf4s50_1
slowest_delay_ns = 0.46
crit_slowest_cell = clkdlybuf4s50_1
cp.depth = 10
crit_family = adder cells
crit_start = c_in
worst_setup_path_start_kind = input pin
path_buffers = 6
crit_end = c_out[3]
critPathMaxFanout = 2
cp.arrival_ns = 2.81
path_class = input pin to output pin
cp_data_required_time_ns = 3.04
end_kind = output pin

[outcome]
outcome = completed

[global_routing]
grt_overflow = 0
track_usage = 0.0130
grt_max_degree = 3
grt_antenna_before_repair = 0
grt_pass1_wl_um = 676
grt_pass1_vias = 171

[final_layout]
final_cells = 77
seq_area_um2 = 0
flop-count = 0
drive_gt1_frac = 0.258
nFillCells = 403
nClkBuffers = 0
area_growth_pct = 95.8
layout.area.comb_um2 = 87.6

[detailed_routing]
diodes = 0
drt.antenna.violating_nets = 0
via_count = 146
drtPass1Iterations = 1
drcViolationCount = 0
drt_iter0_markers = 0
wl_per_cell_um = 5.94
routed_wl_um = 457
detail_route.vias_per_cell = 1.90

[power]
power.static_leakage_uw = 0.000147
seqPwrFrac = 0
intPower_uw = 30.0
power.density_nw_per_um2 = 121
ir_drop_uv = 29.9
clockPowerShare = 0
pwr-share-comb = 1.000
switchingPower_uw = 12.0
switching_share = 0.286

[sta]
rsz0062_at_grt = no
holdWs_ns = 2.41
layout_setup_ws_ns = 0.232
tightestPinTransition_ns = 0.0974
fmax_mhz = 280
fin_tns_setup_ns = 0
post-route-period-util = 0.939
setup_viol = 0
slew_viol_final = 0
fin_crit_ns = 3.57
max-slew-margin-rel = 0.935
hold_violations = 0

[placed_design]
dp_cells = 77
io_buffer_count = 17
place_hpwl_um = 447
pre_cts_ws_ns = -0.312
gp_congestion = 0.776

[floorplan]
die_w_um = 80
num_rows = 21
die-area_um2 = 6400
die_h_um = 80
core_um2 = 3420
ios = 17
initial_core_util = 0.0520

[run]
cap_viol_max_count = 0
log.warning_count = 32

[cts]
hold_buffers = 0

[min_path]
hold_class = input pin to output pin

[cell type report]
class,instances,share of cell area
timing repair buffer,17,0.475
multi-input combinational,4,0.252
tap,46,0.165
inverter,10,0.108
[layout by cell type (no fill, tap or decap)]
cell type	instances
clkdlybuf4s50_1	13
dlygate4sd2_1	4
fa_1	1
fa_2	3
inv_1	5
inv_2	5
[worst min path at each step]
stage | slack (ns) | end | startpoint | cells past startpoint
4_1_cts | 2.42 | s[0] | a[0] | 5
5_1_grt | 2.46 | s[0] | a[0] | 5
6_report | 2.41 | s[3] | b[3] | 5
[stage by stage]
| step | power [uW] | cell area (um^2) | utilization |
|---|---|---|---|
| final | 42.0 | 348 | 0.102 |
| after global routing | 49.1 | 348 | 0.102 |
| after CTS | 43.8 | 348 | 0.102 |
| after detailed placement | 44.2 | 345 | 0.101 |
| after global placement | 43.7 | 345 | 0.101 |
| after floorplan | 23.4 | 178 | - |
[power groups by stage]
stage | clock (uW) | combinational (uW) | sequential, uW
after CTS | 0 | 43.8 | 0
after global routing | 0 | 49.1 | 0
final | 0 | 42.0 | 0
[metal layers]
layer | global-route usage | up-vias | wire length [um]
met4 | 0 | 0 | 0
met5 | 0 | - | 0
met2 | 0.0152 | 16 | 113
li1 | - | 66 | -
met3 | 0.0148 | 0 | 138
met1 | 0.0161 | 64 | 205
[logic make-up after synthesis]
kind of cell,count (synthesis),synth area share
buf+inv,18,0.549
fa+ha+maj,4,0.451
[what timing repair did]
action,4_1_cts,5_1_grt
gates resized,12,0
setup buffers,0,0
endpoints found under the setup margin,2,0
Power and IR drop assume default switching activity.
