--- design/flow/run.sh ---
#!/bin/bash
# OpenROAD 26Q1-2900-gdf79404cd8, Yosys 0.63+post, stock flow scripts
make -C /OpenROAD-flow-scripts/flow DESIGN_CONFIG=/design/flow/config.mk WORK_HOME=/design/flow/orfs finish
--- design/flow/config.mk ---
export PLATFORM = sky130hd
export DESIGN_NAME = part3
export DESIGN_NICKNAME = part3
export VERILOG_FILES = /design/flow/design.v
export SDC_FILE = /design/flow/constraint.sdc
export NUM_CORES = 4
export LEC_CHECK = 1
export CORE_AREA = 10 10 70 70
export DIE_AREA = 0 0 80 80
--- design/flow/constraint.sdc ---
current_design part3

set clk_period 1.4
set clk_io_pct 0.2

create_clock -name clk0 -period $clk_period [get_ports {clock}]

set non_clock_inputs [all_inputs -no_clocks]
set_input_delay [expr $clk_period * $clk_io_pct] -clock clk0 $non_clock_inputs
set_output_delay [expr $clk_period * $clk_io_pct] -clock clk0 [all_outputs]
--- design/flow/design.v ---
module part3(clock, reset, ParallelLoadn, RotateRight, ASRight, Data_IN, Q);
input clock, reset, ParallelLoadn, RotateRight, ASRight;
input [7:0]Data_IN;
output reg [7:0]Q;
	always@(posedge clock)
	begin
		if(reset == 1) 
			Q <= 8'b0;
		else if(ParallelLoadn == 0) 
			Q <= Data_IN;
		else if((ParallelLoadn == 1) & (RotateRight == 1) & (ASRight == 0)) 
			begin
				Q[7] <= Q[0];
				Q[6] <= Q[7];
				Q[5] <= Q[6];
				Q[4] <= Q[5];
				Q[3] <= Q[4];
				Q[2] <= Q[3];
				Q[1] <= Q[2];
				Q[0] <= Q[1];
			end
		else if((ParallelLoadn == 1) & (RotateRight == 1) & (ASRight == 1))
			begin 
				Q[7] <= Q[7];
				Q[6] <= Q[7];
				Q[5] <= Q[6];
				Q[4] <= Q[5];
				Q[3] <= Q[4];
				Q[2] <= Q[3];
				Q[1] <= Q[2];
				Q[0] <= Q[1];
			end
		else if((ParallelLoadn == 1) & (RotateRight == 0))
			begin
				Q[7] <= Q[6];
				Q[6] <= Q[5];
				Q[5] <= Q[4];
				Q[4] <= Q[3];
				Q[3] <= Q[2];
				Q[2] <= Q[1];
				Q[1] <= Q[0];
				Q[0] <= Q[7];
			end
	end
endmodule
==> results.ini <==
[timing]
fin_crit_sh_pct=96.1
final_report_max_slew_violation_count=0
final-hold-violation-count=0
final.setup.tns_ns=0
grt_setup_unrepaired=no
slew_headroom_pct=82.9
finalSetupViolations=0
maxClockFrequency_mhz=743
layout_min_cycle_time_ns=1.35
timing_worst_slew_pin_value_ns=0.256
clock-skew-final_ns=0.00427
whs_ns=0.547
post-route-worst-setup-slack_ns=0.0543

[setup_path]
worst_setup_path_start_kind=flop
cp_data_required_time_ns=1.12
critPathSlowestCell=sky130_fd_sc_hd__clkdlybuf4s50_1
critical_path_arrival_ns=1.07
crit_family=buffers and inverters
critical_path_s_largest_stage_delay_ns=0.48
critical_path.cell_chain=clkdlybuf4s50_1
critical_path.max_fanout=3
critPathCaptureType=primary output
crit_type=flop to primary output
worst-path-buf-inv=1

[clock_tree]
cts_tree=built
cts_max_level=1
cts.clk_slew.worst_paths_ns=0.05
clock.latency.late_pin_ns=0.25
clock_sinks=8
cts.hold.buffers_added=0
numCtsBuffers=3
cts_root_buf=sky130_fd_sc_hd__clkbuf_4
cts_max_path_buffers=2

[synthesis]
synth.largest_area_cell=sky130_fd_sc_hd__dfxtp_1
avgSynthCellArea_sq_um=10.2
synth.area.top_cells=sky130_fd_sc_hd__dfxtp_1 41%, sky130_fd_sc_hd__mux2i_1 21%, sky130_fd_sc_hd__a211oi_1 14%
yosysUniqueCellTypes=11
postSynthSeqShare_pct=41.3
syn-cell-area_sq_um=388
largest_type_area_fraction_pct=41.3
yosysChipArea_sq_um=388
ys_cells=38
post_synth_inst_count=38
synth.ff_latch_count=8
yosysWarningCount=1

[final_layout]
drive_above_1_share_pct=23.0
largest_registers=Q x8
largest_register_ff_count=8
layout.core_utilization_pct=20.5
layout_top_cells=19 x sky130_fd_sc_hd__clkdlybuf4s50_1, 8 x sky130_fd_sc_hd__mux2i_1, 7 x sky130_fd_sc_hd__dfxtp_2, 7 x sky130_fd_sc_hd__nor2_1, 7 x sky130_fd_sc_hd__a211oi_1
finish.cell_count_without_fillers=107
largest_register=Q
area_delta_synth_final_pct=80.3
layout.cell_area.non_filler_sq_um=699
layout.cells.most_common=sky130_fd_sc_hd__clkdlybuf4s50_1

[grt]
number_of_global_route_vias_before_repair=383
grt_pass1_wl_mm=1.87
residual_overflow_from_global_routing=0
global_route.usage.total_pct=3.76
grt_antenna_before_repair=0
grt_start_max_net_pins=18

[routing]
detail-route-antenna-nets=0
post-route-drc-count=0
route.detailed.vias_per_inst=3.46
detail_route.wl_per_cell_microns=11.6
finalWirelength_mm=1.24
drtIter0Drc=4
detailedRoute.firstPassIterationCount=2
num_vias=370
route.antenna.diode_count=0

[die]
floorplan.die.height_microns=80
core_util_floorplan_pct=11.4
floorplan.io_pins=21
core_area_sq_um=3420
floorplan.die.width_microns=80
placementRows=21
floorplan.die_area_sq_um=6400

[placement]
routabilityCongestion=0.748
portBuffers=20
placement.setup.worst_slack_ns=0.0411
detailedPlacementHpwl_microns=990
post_dp_cell_area_sq_um=658
numPlacedInstances=103

[power_and_ir_drop]
fin_total_pwr_mw=0.565
power_density_nw_per_um2=807
ir_worst_vdd_mv=0.326
cellLeakagePower_nw=0.275

[flow_run]
drv_cap=0
tool_warnings=25

[run_status]
status=finished clean

[worst_hold_path]
min_path_type=flop to flop

## Yosys cell counts
cell type                   instances
sky130_fd_sc_hd__a211oi_1           7
sky130_fd_sc_hd__mux2i_1            8
sky130_fd_sc_hd__nor2_1             7
sky130_fd_sc_hd__nand4bb_1          1
sky130_fd_sc_hd__nand3b_1           1
sky130_fd_sc_hd__nand2b_1           1
sky130_fd_sc_hd__clkbuf_2           1
sky130_fd_sc_hd__dfxtp_1            8
sky130_fd_sc_hd__o221ai_1           1
sky130_fd_sc_hd__buf_4              1
sky130_fd_sc_hd__buf_6              2
## final cells by class
class | instances | area (sq um)
multi-input combinational | 26 | 193
fill | 383 | 2720
timing repair buffer | 24 | 258
clock buffer | 3 | 22.5
tap | 46 | 57.6
sequential | 8 | 169
## cell families (layout without fill, tap and decap cells)
group	count (synthesis)	in the layout	share of synthesized area (%)
compound gates	8	8	15.8
buf+inv	4	27	9.03
flops	8	8	41.3
mux	8	8	20.6
simple gates	10	10	13.2
## power breakdown
part / leakage (nW) / total, mW / internal (mW) / switching [mW]
sequential: 0.0685 / 0.261 / 0.248 / 0.0128
combinational: 0.193 / 0.133 / 0.0924 / 0.0405
clock: 0.0138 / 0.171 / 0.0977 / 0.0729
## worst paths after layout
| kind | to | slack, ns | from | depth (start not counted) |
|---|---|---|---|---|
| max | Q[6] | 0.05 | Q[6] | 1 |
| min | Q[7] | 0.55 | Q[6] | 2 |
| max reg2reg | Q[6] | 0.60 | Q[7] | 3 |
| min reg2reg | Q[7] | 0.55 | Q[6] | 2 |
## metal layers
layer	up-vias	track usage [%]	routed length (microns)
met2	13	5.70	573
met5	-	0	0
met3	2	2.73	123
met4	0	0.352	7
met1	169	4.36	539
li1	186	-	-
## timing repair
item / CTS / global route
setup endpoints to repair: 2 / 7
buffers inserted: 0 / 1
gates resized: 2 / 6
Power is estimated from default activity; no workload was simulated.
